## design/flow/design.v

```verilog
module Mux_32to1 (o,i0,i1,i2,i3,i4,i5,i6,i7,i8,i9,i10,i11,i12,i13,i14,i15,i16,i17,i18,i19,i20,i21,i22,i23,i24,i25,i26,i27,i28,i29,i30,i31,s);
	parameter N =32;  
	input [N-1:0]i0,i1,i2,i3,i4,i5,i6,i7,i8,i9,i10,i11,i12,i13,i14,i15,i16,i17,i18,i19,i20,i21,i22,i23,i24,i25,i26,i27,i28,i29,i30,i31;
	input [4:0]s;
	output reg [N-1:0]o;
always @(s or i0 or i1 or i2 or i3 or i4 or i5 or i6 or i7 or i8 or i9 or i10 or i11 or i12 or i13 or i14 or i15 or i16 or i17 or i18 or i19 or i20 or i21 or i22 or i23 or i24 or i25 or i26 or i27 or i28 or i29 or i30 or i31)
begin
	case (s)
		5'b00000 : o = i0;
		5'b00001 : o = i1;
		5'b00010 : o = i2;
		5'b00011 : o = i3;
		5'b00100 : o = i4;
		5'b00101 : o = i5;
		5'b00110 : o = i6;
		5'b00111 : o = i7;
		5'b01000 : o = i8;
		5'b01001 : o = i9;
		5'b01010 : o = i10;
		5'b01011 : o = i11;
		5'b01100 : o = i12;
		5'b01101 : o = i13;
		5'b01110 : o = i14;
		5'b01111 : o = i15;
		5'b10000 : o = i16;
		5'b10001 : o = i17;
		5'b10010 : o = i18;
		5'b10011 : o = i19;
		5'b10100 : o = i20;
		5'b10101 : o = i21;
		5'b10110 : o = i22;
		5'b10111 : o = i23;
		5'b11000 : o = i24;
		5'b11001 : o = i25;
		5'b11010 : o = i26;
		5'b11011 : o = i27;
		5'b11100 : o = i28;
		5'b11101 : o = i29;
		5'b11110 : o = i30;
		5'b11111 : o = i31;
		default : o=8'bx;
	endcase
end
endmodule
```

## design/flow/run.sh

```bash
#!/bin/bash
# OpenROAD 26Q1-2900-gdf79404cd8, Yosys 0.63+post, stock flow scripts
make -C /OpenROAD-flow-scripts/flow DESIGN_CONFIG=/design/flow/config.mk WORK_HOME=/design/flow/orfs finish
```

## design/flow/config.mk

```make
export PLATFORM = sky130hd
export DESIGN_NAME = Mux_32to1
export DESIGN_NICKNAME = Mux_32to1
export VERILOG_FILES = /design/flow/design.v
export SDC_FILE = /design/flow/constraint.sdc
export NUM_CORES = 4
export LEC_CHECK = 1
export CORE_AREA = 10 10 408 408
export DIE_AREA = 0 0 418 418
```

## design/flow/constraint.sdc

```tcl
current_design Mux_32to1

set clk_period 19.3
set clk_io_pct 0.2

create_clock -name clk0 -period $clk_period

set non_clock_inputs [all_inputs -no_clocks]
set_input_delay [expr $clk_period * $clk_io_pct] -clock clk0 $non_clock_inputs
set_output_delay [expr $clk_period * $clk_io_pct] -clock clk0 [all_outputs]
```

==> flow_summary.toml <==
# synthesis and place-and-route metrics
[status]
outcome = "finished clean"

[logic_synthesis]
synth_area_per_cell_um2 = 5.88
synth_seq_share_pct = 0
synthCells = 1354
yosys_area_mm2 = 0.00796
synth_cell_types = 36
ys.warnings.count = 1
syn_area_mm2 = 0.00796
yosys-stat-cells = 1354

[cts]
postCtsResizedCells = 0
holdBufCountCts = 0
post_cts_buffers = 0

[drt]
routed_wl_mm = 199
vias_per_cell = 4.22
first_pass_iters = 5
drtIter0Drc = 1927
postRouteAntennaNets = 0
vias = 18658
wl_per_cell_um = 45.0
drc = 0

[layout]
drive_gt1_share_pct = 5.06
combGateArea_mm2 = 0.00717
n_fill_cell = 18214
layout.cells.most_common = "clkdlybuf4s50_1"
regArea_um2 = 0
layout.clock_buffers = 0
area_growth_pct = 166
mostFrequentLayoutCells = "1,059 x clkdlybuf4s50_1, 535 x nand3_1, 153 x nand4_1"
final_cells = 4425
seq_cells = 0
fin_area_mm2 = 0.0211

[sta]
rsz0062_at_grt = "no"
timing_hold_violations_final = 0
slew_violations = 0
finalCritPeriodShare_pct = 67.3
finalSetupTns_ns = 0
setup_slack_ns = 6.32
timing.fmax_mhz = 77.0
max_slew.worst_pin.slew_ns = 1.27
setup_viol = 0
relSlewSlack_pct = 15.3
period_minus_slack_ns = 12.98

[place]
dp.cells = 4365
dp_hpwl_mm = 177
io_buffers = 1061
dp_slack_ns = 6.27
gp_congestion = 1.02
dpl_cell_area_mm2 = 0.0210

[setup_path]
cpPeakStageDelay_ns = 0.66
endpoint = "o[23]"
start_kind = "input pin"
crit_required_ns = 15.44
path_buffers = 6
critPathMostFrequentCell = "buf_4"
path_depth = 11
cp_max_fo = 51
crit_path_cell_trace = "clkdlybuf4s50_1 -> buf_4 -> nor3b_2 -> buf_4 -> buf_4 -> buf_4 -> nand3_1 -> nand4_1 -> or4_1 -> o32a_1 -> clkdlybuf4s50_1"
crit_family = "buffers and inverters"
cpMaxStageDelayCell = "buf_4"
critPathCaptureType = "primary output"
crit_arrival_ns = 9.12
crit_start = "s[2]"
critical_path_class = "in -> out"

[floorplan]
die_w_um = 418
die_h_um = 418
rows = 146
io_pins = 1061
die_area_mm2 = 0.175
core_mm2 = 0.158
fp_util_pct = 5.04

[global_routing]
antenna_found_initial = 194
grt_max_degree = 115
grtUsageTotal_pct = 21.8
gr-total-overflow = 0
grt_pass1_wl_mm = 239
grt_pass1_vias = 18473

[run]
tool_warnings = 40
drv_cap = 0

[hold_path]
hold_class = "in -> out"

[power]
p_leak_nw = 7.09
ir_drop_uv = 7.86
fin_total_pwr_w = 0.000470
p_per_area_mw_per_mm2 = 22.2
[layer usage]
metal  global-route usage, %  up-vias  share of wire, %
li1                        -     7500                 -
met1                    24.5     9238                36
met2                    37.6     1398                49
met3                    8.10      392               9.8
met4                    7.73      130               4.5
met5                       0        -              0.42
[power breakdown]
group	total, W	internal (W)	switching [W]
logic	0.000470	0.000247	0.000223
registers	0	0	0
clock network	0.000000000334	0.000000000333	0
[cell type report]
cell class | count | share of cell area (%)
antenna | 60 | 0.710
inverter | 1 | 0.0178
multi-input combinational | 1152 | 33.9
tap | 2072 | 12.3
timing repair buffer | 1140 | 53.1
[Yosys cell counts (all sizes together)]
| master | number | area, um^2 |
|---|---|---|
| nand3 | 535 | 2680 |
| nand4 | 153 | 957 |
| clkbuf | 125 | 469 |
| and3 | 122 | 763 |
| a22oi | 83 | 623 |
| buf | 76 | 394 |
| a32oi | 70 | 613 |
| a2111oi | 32 | 280 |
| or4 | 32 | 240 |
| o32a | 31 | 310 |
| o21ai | 27 | 135 |
| and2 | 12 | 77.6 |
| mux2 | 12 | 135 |
| nor2 | 6 | 22.5 |
| a21oi | 5 | 25.0 |
| a32o | 4 | 40.0 |
| o211ai | 4 | 30.0 |
| and3b | 3 | 26.3 |
| nand2 | 3 | 11.3 |
| nor3 | 3 | 15.0 |
| nor3b | 3 | 22.5 |
| a31oi | 2 | 12.5 |
| nor2b | 2 | 12.5 |
| nor4 | 2 | 12.5 |
| a22o | 1 | 8.76 |
| and4b | 1 | 10.0 |
| inv | 1 | 3.75 |
| nand2b | 1 | 6.26 |
| nand4b | 1 | 8.76 |
| nor4b | 1 | 8.76 |
| o31ai | 1 | 7.51 |
[tightest hold or removal path, stage by stage]
cell and delay, ns:
clkdlybuf4s50_1 0.40, o32a_1 0.15, clkdlybuf4s50_1 0.44
[how the worst min path moves through the flow]
stage,to,start,cells past startpoint,slack [ns]
after CTS,o[11],i0[11],3,8.71
after global routing,o[11],i0[11],3,8.73
final,o[8],i0[8],3,8.71
[metrics by stage]
step           util (%)  hold slack [ns]
6_report           13.4             8.71
5_1_grt            13.4             8.73
4_1_cts            13.3             8.71
3_5_place_dp       13.3             8.71
3_3_place_gp       13.3             8.72
2_1_floorplan         -             7.80
[cell families after synthesis]
family	Yosys count	share of synthesized area, %
AOI/OAI and AO/OA	260	26.2
muxes	12	1.70
buffers and inverters	202	10.9
and+or+nand+nor	880	61.2
