==> design.v <==
module ALU (A, B, C_in, Select, ALU_out, Status);
input [31:0] A;
input [31:0] B;
input [3:0] Select; 
input C_in;
output [31:0] ALU_out;
output reg [3:0] Status;
wire C_out;
reg V, Z, N;
wire [31:0] I4, I5, I6;
reg[31:0] I0, I1, I2, I3, I7;
adder_subtractor32bit dut1 (A,B,C_in, Select[3], C_out,I4);
shift_register dut2 (A, B, I5, I6);
always @ (ALU_out) begin
	N = A[31] ^ B[31];  
	V = ((A[31] & B[31]) | (~A[31] & ~B[31]));  
	Z = (ALU_out[30:0] == 0) ? 1'b1 : 1'b0;  
	Status = {C_out, N, V, Z};
end
always @( A or B)
begin
	I0 = A ^ B;
	I1 = A & B;
	I2 = A | B;
	I3 = ~(A|B);
	I7 = 32'b0;
end	
	Mux_8to1 dut3 (ALU_out,I0,I1,I2,I3,I4,I5,I6,I7,Select[2:0]);
endmodule
module Mux_8to1 (o,i0,i1,i2,i3,i4,i5,i6,i7,s);
	input [31:0]i0,i1,i2,i3,i4,i5,i6,i7;
	input [2:0]s;
	output reg [31:0]o;
always @(s or i0 or i1 or i2 or i3 or i4 or i5 or i6 or i7)
begin
	case (s)
		3'b000 : o = i0;
		3'b001 : o = i1;
		3'b010 : o = i2;
		3'b011 : o = i3;
		3'b100 : o = i4;
		3'b101 : o = i5;
		3'b110 : o = i6;
		3'b111 : o = i7;
		default : o= 31'b0;
	endcase
end
endmodule 
module adder32bit(A,B,C_in,C_out,Sum);
input [31:0] A;
input [31:0] B;
input C_in;
output reg [31:0] Sum;
output reg  C_out;
always @( A or B or C_in) begin
	{C_out,Sum} = A+B+C_in;
end
endmodule
module adder_subtractor32bit (A,B,C_in, MuxSel, C_out,O);
input [31:0] A;
input [31:0] B;
input C_in;
input MuxSel;
output C_out;
output [31:0] O;
wire [31:0] B_out;
twoscomplement dut (B, MuxSel, B_out);
adder32bit add_uut (A,B_out,C_in,C_out,O);
endmodule
module shift_register (A, B, SLout, SRout);
input [31:0] A;
input [31:0] B;
output reg [31:0] SLout;
output reg [31:0] SRout;
always @ (A or B)
begin 
	SLout <= A<<B[4:0];
	SRout <= A>>B[4:0];
end
endmodule 
module twoscomplement (in, S, out);
input [31:0] in;
input S;
output reg [31:0] out; 
always @ (S or in) begin 
	case (S)
		1'b0: out = in;
		1'b1: out = (~in + 1);
		default : out = 31'bx;
	endcase 
end
endmodule 
==> run.sh <==
#!/bin/bash
# OpenROAD 26Q1-2900-gdf79404cd8, Yosys 0.63+post, stock flow scripts
make -C /OpenROAD-flow-scripts/flow DESIGN_CONFIG=/design/flow/config.mk WORK_HOME=/design/flow/orfs finish
==> config.mk <==
export PLATFORM = sky130hd
export DESIGN_NAME = ALU
export DESIGN_NICKNAME = ALU
export VERILOG_FILES = /design/flow/design.v
export SDC_FILE = /design/flow/constraint.sdc
export NUM_CORES = 4
export LEC_CHECK = 1
export CORE_UTILIZATION = 30
==> constraint.sdc <==
current_design ALU

set clk_period 20.4
set clk_io_pct 0.2

create_clock -name clk0 -period $clk_period

set non_clock_inputs [all_inputs -no_clocks]
set_input_delay [expr $clk_period * $clk_io_pct] -clock clk0 $non_clock_inputs
set_output_delay [expr $clk_period * $clk_io_pct] -clock clk0 [all_outputs]
==> results.yml <==
# yosys + openroad results
outcome:
  run_status: "complete, no violations"
routing:
  routed_wirelength_um: 37100
  route.top_layer_used: "met5"
  via_count: 9550
  insertedDiodeCount: 0
  route.detailed.drc: 0
  routed-wl-met2_um: 16100
  wl_met3_um: 3130
  via_density_per_instance: 5.97
  m1WireLength_um: 17300
  detail_route.iter0.violations: 1102
  avgRoutedWirePerCell_um: 23.2
  dr.pass1.iters: 6
  detail-route-antenna-nets: 0
finish:
  num-clock-buffers: 0
  layout-drive-gt1-share_pct: 8.35
  final_cell_count_no_fill: 1599
  top_logic_cells_by_instance_count_in_the_layout: "104 x nand2_1, 101 x ha_1, 99 x clkdlybuf4s50_1"
  layout_top_cell: "nand2_1"
  postLayoutCoreUtil_pct: 35.1
  final.fill_count: 2932
  syn2layout_area_growth_pct: 15.2
  sequential_cell_area_um2: 0
  nFlopsAndLatches: 0
final_timing:
  layout_setup_ws_ns: 5.96
  final_worst_path_period_share_pct: 70.8
  worst_max_slew_margin_expressed_relative_to_the_limit_pct: 29.2
  worst_slew_pin_slew_ns: 1.03
  timing_max_transition_violations_final: 0
  final-setup-viol-count: 0
  grt_setup_unrepaired: "no"
  fin_tns_setup_ns: 0
  timing.final.hold_violations: 0
  max_freq_ghz: 0.0692
  min_period_ns: 14.44
logic_synthesis:
  ys_top_cells_by_area: "ha_1 15%, mux2i_1 7.8%, mux4_2 7.7%, nand2_1 4.6%, o21ai_0 4.4%"
  ys_types: 77
  synth-seq-area-share_pct: 0
  netlist_instances: 1180
  syn_area_um2: 8450
  cell_type_contributing_the_most_total_cell_area_after_synthesis: "ha_1"
  synth-warning-count: 5
  yosys_area_um2: 8450
  post_synth.cell_area_avg_um2: 7.16
  top_cell_area_share_pct: 15.0
  number_of_standard_cells_reported_by_yosys: 1180
grt:
  grt_first_pass_wirelength_um: 55500
  antenna_found_initial: 2
  grt_max_degree: 72
  grt-ovfl-total: 0
  grt_use_total_pct: 26.0
  first_global_vias: 8610
worst_setup_path:
  path_buffers: 5
  critPathMaxFanout: 48
  worst_ep_arrival_time_ns: 10.36
  crit_path_cell_trace: "buf_2, buf_4, clkinv_1, buf_4, ha_1, nand2_1, nand2_1, xnor2_1, ha_1, o21ai_0, o21ai_0, nand2_1, o31a_1, o211a_1, a211o_1, or4_1, nor4_1, nand4b_1, or4_1, nor4_2, clkdlybuf4s50_1"
  worst_path_dominant_cell_family: "simple AND/OR/NAND/NOR gates"
  setup.worst_path.class: "in2out"
  cp.required_ns: 16.32
  critPathCaptureType: "output port"
  cp_common_cell: "nand2_1"
  timing.critical_path.from_type: "input pin"
  critical-path-max-stage-delay_ns: 0.56
  worst_path_max_delay_cell: "o21ai_0"
place:
  io_buffer_count: 105
  gp_routability_congestion: 1.05
  placed_cells: 1599
  dp_hpwl_um: 29400
  dp_slack_ns: 6.00
job:
  tool_warnings: 69
  maxCapViolations: 0
cts:
  post_cts.resized_instances: 0
  ctsHoldBuffers: 0
  cts_post_setup_buffers_inserted: 0
floorplanning:
  die_area_um2: 28800
  die-height_um: 170
  x_dimension_of_the_die_um: 170
  io_pins: 105
  floorplan.initialDensity_pct: 30.5
  num_rows: 61
  coreArea_um2: 27700
power_and_ir_drop:
  p_leak_nw: 3.89
  worst_ir_drop_vdd_v: 0.0000123
  power_dens_cells_nw_per_um2: 30.0
hold_path:
  holdCritPathClass: "in2out"
==> layer usage <==
layer / up-vias / GRT usage [%]
met5: - / 0
met1: 4562 / 41.0
met4: 2 / 3.84
met3: 45 / 3.16
li1: 4530 / -
met2: 411 / 38.3
==> final timing paths <==
path,startpoint,cells past startpoint,slack (ns),endpoint
hold / removal,B[2],5,9.26,ALU_out[3]
setup / recovery,B[1],21,5.96,Status[0]
==> layout make-up <==
class	count	area [um^2]	area share (%)
Inverter	75	282	2.89
Multi-Input combinational cell	1018	7780	79.9
Tap cell	378	473	4.86
Timing Repair Buffer	128	1200	12.3
==> power breakdown <==
part	internal, mW	total [mW]	switching, mW	leakage [nW]
Sequential	0	0	0	0
Clock	0	0	0	0
Combinational	0.123	0.292	0.169	3.89
==> metrics by stage <==
step           instance area (um^2)  total power, mW  hold WS (ns)
2_1_floorplan                  8450            0.180          8.34
3_3_place_gp                   9730            0.287          9.23
3_5_place_dp                   9730            0.285          9.22
4_1_cts                        9730            0.287          9.23
5_1_grt                        9730            0.316          9.29
6_report                       9730            0.292          9.26
==> synth_stat cells (10+ instances only) <==
master and n:
a211oi_1 29, a21oi_1 66, a311oi_1 13, a31oi_1 17, and3_1 12, buf_1 12, buf_2 17, clkbuf_1 49
ha_1 101, inv_1 74, mux2_2 31, mux2i_1 66, mux4_2 29, nand2_1 104, nand2b_1 31, nand3_1 27
nand4_1 11, nor2_1 89, nor2b_1 26, nor3_1 21, o211ai_1 20, o21a_1 11, o21ai_0 74, o21bai_1 10
o22a_1 11, o22ai_1 23, o31ai_1 10, xnor2_1 40
==> cells by family after synthesis <==
group	after synthesis	synth area share (%)
xor gates and xnor gates	47	4.87
buffers and inverters	162	7.98
AOI/OAI and AO/OA	367	29.5
and+or+nand+nor	373	22.0
adders and majority gates	103	15.4
muxes	128	20.2
No activity file was given, so power comes from the tool's default toggle rates.
