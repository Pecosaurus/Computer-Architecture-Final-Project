==> flow/design.v <==
module RAM_256x32 (addr, Dinput, en, rw, clk, Dout);
input [7:0] addr;
input [31:0] Dinput;
input rw;
input clk;
input en;
output [31:0] Dout;
wire CS0, CS1, CS2, CS3;
wire [31:0] D_out_mg0, D_out_mg1, D_out_mg2, D_out_mg3;
chipselect_decoder DUT (addr[7:6], en, CS0, CS1, CS2, CS3);
RAM_64x8 inst04 (addr[5:0], Dinput[7:0], CS0, rw, clk, D_out_mg0[7:0]);
RAM_64x8 inst03 (addr[5:0], Dinput[15:8], CS0, rw, clk, D_out_mg0[15:8]);
RAM_64x8 inst02 (addr[5:0], Dinput[23:16], CS0, rw, clk, D_out_mg0[23:16]);
RAM_64x8 inst01 (addr[5:0], Dinput[31:24], CS0, rw, clk, D_out_mg0[31:24]);
RAM_64x8 inst14 (addr[5:0], Dinput[7:0], CS1, rw, clk, D_out_mg1[7:0]);
RAM_64x8 inst13 (addr[5:0], Dinput[15:8], CS1, rw, clk, D_out_mg1[15:8]);
RAM_64x8 inst12 (addr[5:0], Dinput[23:16], CS1, rw, clk, D_out_mg1[23:16]);
RAM_64x8 inst11 (addr[5:0], Dinput[31:24], CS1, rw, clk, D_out_mg1[31:24]);
RAM_64x8 inst24 (addr[5:0], Dinput[7:0], CS2, rw, clk, D_out_mg2[7:0]);
RAM_64x8 inst23 (addr[5:0], Dinput[15:8], CS2, rw, clk, D_out_mg2[15:8]);
RAM_64x8 inst22 (addr[5:0], Dinput[23:16], CS2, rw, clk, D_out_mg2[23:16]);
RAM_64x8 inst21 (addr[5:0], Dinput[31:24], CS2, rw, clk, D_out_mg2[31:24]);
RAM_64x8 inst34 (addr[5:0], Dinput[7:0], CS3, rw, clk, D_out_mg3[7:0]);
RAM_64x8 inst33 (addr[5:0], Dinput[15:8], CS3, rw, clk, D_out_mg3[15:8]);
RAM_64x8 inst32 (addr[5:0], Dinput[23:16], CS3, rw, clk, D_out_mg3[23:16]);
RAM_64x8 inst31 (addr[5:0], Dinput[31:24], CS3, rw, clk, D_out_mg3[31:24]);
TriStateBuffer inst0 (.in(D_out_mg0),.enable(CS0), .out(Dout));
TriStateBuffer inst1 (.in(D_out_mg1),.enable(CS1), .out(Dout));
TriStateBuffer inst2 (.in(D_out_mg2),.enable(CS2), .out(Dout));
TriStateBuffer inst3 (.in(D_out_mg3),.enable(CS3), .out(Dout));
endmodule 
module RAM_64x8 (addr, Dinput, cs, rw, clk, Dout);
input [5:0] addr;
input [7:0] Dinput;
input cs;
input rw;
input clk;
output [7:0] Dout;
reg[7:0] memarray[5:0];
reg[7:0] mem_out;
always@ (posedge clk) begin
if (cs && rw)
memarray[addr] = Dinput;
end
always@ (posedge clk) begin
mem_out = memarray[addr];
end
assign Dout = cs & ~rw ? mem_out:8'b0;
endmodule 
module TriStateBuffer(in, enable, out);
input [31:0]in;
input enable;
output [31:0]out;
assign out = enable ? in : 32'bz;
endmodule 
module chipselect_decoder (in, en, CS0, CS1, CS2, CS3);  
input [1:0] in;
input en;
output reg CS0, CS1, CS2, CS3;
always @(in or en)
begin
	if (en == 1'b1)
		if (in == 2'b00) begin
			CS0 <= 1'b1;
			CS1 <= 1'b0; 
			CS2 <= 1'b0; 
			CS3 <= 1'b0;
		end else if (in == 2'b01) begin
			CS0 <= 1'b0;
			CS1 <= 1'b1; 
			CS2 <= 1'b0; 
			CS3 <= 1'b0;
		end else if (in == 2'b10) begin
			CS0 <= 1'b0;
			CS1 <= 1'b0; 
			CS2 <= 1'b1; 
			CS3 <= 1'b0;
		end else if (in == 2'b11) begin
			CS0 <= 1'b0;
			CS1 <= 1'b0; 
			CS2 <= 1'b0; 
			CS3 <= 1'b1;
		end
	if (en==0) begin
			CS0 <= 1'b0;
			CS1 <= 1'b0;
			CS2 <= 1'b0;
			CS3 <= 1'b0;
	end
end
endmodule 
==> flow/run.sh <==
#!/bin/bash
# OpenROAD 26Q1-2900-gdf79404cd8, Yosys 0.63+post, stock flow scripts
make -C /OpenROAD-flow-scripts/flow DESIGN_CONFIG=/design/flow/config.mk WORK_HOME=/design/flow/orfs finish
==> flow/config.mk <==
export PLATFORM = sky130hd
export DESIGN_NAME = RAM_256x32
export DESIGN_NICKNAME = RAM_256x32
export VERILOG_FILES = /design/flow/design.v
export SDC_FILE = /design/flow/constraint.sdc
export NUM_CORES = 4
export LEC_CHECK = 1
export CORE_UTILIZATION = 40
==> flow/constraint.sdc <==
current_design RAM_256x32

set clk_period 3.5
set clk_io_pct 0.2

create_clock -name clk0 -period $clk_period [get_ports {clk}]

set non_clock_inputs [all_inputs -no_clocks]
set_input_delay [expr $clk_period * $clk_io_pct] -clock clk0 $non_clock_inputs
set_output_delay [expr $clk_period * $clk_io_pct] -clock clk0 [all_outputs]
==> flow_summary.json <==
{
  "status": "complete, no violations",
  "postCtsHoldBufs": 0,
  "drive_gt1_share_pct": 16.4,
  "slew_headroom_pct": 43.6,
  "ys_ff": 226,
  "layout_top_cells": "edfxtp_1, clkdlybuf4s50_1, mux2i_1, and2_1, dfxtp_1",
  "clock_tree.root_cell": "clkbuf_16",
  "ys_cells": 477,
  "fin_crit_ns": 3.35,
  "ant_nets": 0,
  "cap_violations": 0,
  "grt_pass1_vias": 4360,
  "dp_slack_ns": 0.0742,
  "cp.arrival_ns": 2.65,
  "drt_wl_total_um": 15900,
  "fp-utilization_pct": 41.2,
  "hold_class": "reg -> reg",
  "first_pass_iters": 4,
  "cts_tree": "yes",
  "ctsLongestPathBuffers": 3,
  "end_kind": "output port",
  "critPathMostFrequentCell": "clkdlybuf4s50_1",
  "grtUsageMet1_pct": 23.5,
  "place_hpwl_um": 9500,
  "layout_top_cell": "edfxtp_1",
  "unclocked_regs": 2,
  "yosys_most_used_dff": "edfxtp_1",
  "r2r_start": "inst03.memarray[1][1]",
  "grt_use_met3_pct": 7.58,
  "pin_count": 75,
  "antenna_found_initial": 0,
  "pwr-share-clk_pct": 41.2,
  "route.detailed.drc": 0,
  "synth_cell_types": 34,
  "viasPerCell": 4.98,
  "synthesis.area_sq_um": 8450,
  "crit_path_start_kind": "primary input",
  "rsz0062_at_grt": "no",
  "timing.critical_path.buf_inv": 3,
  "path_max_fanout": 21,
  "power_frac_seq_pct": 54.2,
  "setup_violations": 0,
  "overflow": 0,
  "path_delay_family": "buffers and inverters",
  "peakVddDrop_v": 0.000333,
  "final.period_utilization_pct": 95.8,
  "r2r_end": "inst03.mem_out[1]",
  "vias": 4264,
  "h-tree-depth": 1,
  "port_buffers": 71,
  "diodes": 0,
  "setup_ws_ns": 0.149,
  "synth-async-reset-ratio_pct": 0,
  "r2r_cells": 3,
  "drt_iter0_drc": 135,
  "ys_area_sq_um": 8450,
  "ys.warnings.count": 35,
  "die_width_um": 147,
  "hold_end": "inst02.mem_out[2]",
  "grt_usage_pct": 16.3,
  "skew_ns": 0.00683,
  "cp_cell_sequence": "clkdlybuf4s50_1 -> nor3b_2 -> dlxtn_1 -> nor2b_4 -> buf_12 -> and2_1 -> clkdlybuf4s50_1",
  "worst-slew-pin-transition_ns": 0.844,
  "intPower_mw": 4.39,
  "maxSlewViolCount": 0,
  "avgSynthCellArea_sq_um": 17.7,
  "post-cts-setup-buffers": 0,
  "slowest_stage": "clkdlybuf4s50_1",
  "hold_viol": 0,
  "power_switching_mw": 1.03,
  "combinationalPowerShare_pct": 4.6,
  "hp-start": "inst02.memarray[5][2]",
  "combGateArea_sq_um": 1890,
  "critPathMaxStageDelay_ns": 0.48,
  "p_per_area_nw_per_um2": 526,
  "seq_area_sq_um": 6440,
  "p_sw_share_pct": 19.1,
  "core-area_sq_um": 20500,
  "untimed_endpoints": 2,
  "place_congestion": 0.780,
  "tool_warnings": 28,
  "fmax_ghz": 0.298,
  "rows": 52,
  "die_h_um": 147,
  "routedWlPerCell_um": 18.5,
  "syn2layout_area_growth_pct": 22.1,
  "cts_made_buffers": 23,
  "grt_pass1_wl_um": 24400,
  "met2_usage_pct": 24.8,
  "clk_pin_slew_ns": 0.06,
  "r2r_slack_ns": 2.43,
  "cts_resized": 0,
  "worstSkewPairLatency_ns": 0.50,
  "leakagePower_nw": 3.54,
  "required_ns": 2.80,
  "finalSetupTns_ns": 0,
  "dieArea_sq_um": 21700,
  "path_class": "in -> out",
  "nFillCells": 1629,
  "edf_count": 192,
  "syn-instance-count": 477,
  "grt_max_degree": 41,
  "grt_busiest_layer": "met2",
  "min_delay_path_depth": 1
}
final cells by class:
class | instances | area share [%]
clock inverters | 3 | 0.412
well taps | 270 | 3.28
inverters | 1 | 0.0364
clock buffers | 38 | 6.32
repair buffers | 95 | 9.22
flip-flops and latches | 226 | 62.4
multi-input cells | 223 | 18.3
power by group through the flow:
| stage | combinational [mW] | sequential, mW | clock, mW |
|---|---|---|---|
| CTS | 0.253 | 2.94 | 2.28 |
| global route | 0.273 | 2.94 | 2.38 |
| finish | 0.249 | 2.94 | 2.23 |
per-stage QoR:
stage          hold slack (ns)  power (mW)  cell area, sq um  utilization (%)  instances
5_1_grt                  0.500        5.60             10300             50.3        856
6_report                 0.476        5.42             10300             50.3        856
3_5_place_dp             0.463        3.25              9610             46.9        815
2_1_floorplan            0.448        3.13              8450                -        478
4_1_cts                  0.480        5.47             10300             50.3        856
3_3_place_gp             0.456        3.24              9610             46.9        815
synth_stat cells (8+ instances only):
cell type | number | area (sq um)
mux2i_1 | 55 | 551
and2_1 | 32 | 200
dfxtp_1 | 32 | 641
mux2_2 | 13 | 146
nor2_1 | 12 | 45.0
nand3_1 | 8 | 40.0
edfxtp_1 | 192 | 5770
buf_2 | 8 | 40.0
o221ai_2 | 10 | 150
mux2_4 | 10 | 150
nand2_1 | 26 | 97.6
o221ai_1 | 13 | 114
routing by layer:
| layer | share of wire [%] | wire [um] |
|---|---|---|
| met5 | 0 | 0 |
| met4 | 2.0 | 310 |
| met3 | 8.9 | 1410 |
| met2 | 48 | 7630 |
| met1 | 41 | 6510 |
worst max-delay path by stage:
stage,start,end,slack [ns],cells past startpoint
5_1_grt,en,Dout[29],0.03,7
6_report,en,Dout[12],0.15,7
4_1_cts,en,Dout[11],0.05,7
sequential cells by signal (all words and copies together) (netlist names), 7 cells and up:
register	flops
inst04.memarray	42
inst03.memarray	42
inst04.mem_out	7
inst03.mem_out	7
inst01.memarray	42
inst02.mem_out	7
inst02.memarray	42
inst01.mem_out	7
cells by family after synthesis:
kind of cell	count (synthesis)	share of synthesized area, %
buffers and inverters	29	2.16
multiplexers	78	10.0
other	1	0.0444
flip-flops	224	75.9
AND/OR/NAND/NOR	93	5.85
AND-OR/OR-AND	50	5.70
latches	2	0.356
worst reg2reg max path: cells and delay by family, from the launching register on:
kind            cells  cell delay, ns
flops               1            0.35
compound gates      2            0.41
mux                 1            0.19
No activity file was given, so power comes from the tool's default toggle rates.
